File: ./run.sh
#!/bin/bash
# OpenROAD 26Q1-2900-gdf79404cd8, Yosys 0.63+post, stock flow scripts
make -C /OpenROAD-flow-scripts/flow DESIGN_CONFIG=/design/flow/config.mk WORK_HOME=/design/flow/orfs finish
File: ./constraint.sdc
current_design mem_extender

set clk_period 2.9
set clk_io_pct 0.2

create_clock -name clk0 -period $clk_period

set non_clock_inputs [all_inputs -no_clocks]
set_input_delay [expr $clk_period * $clk_io_pct] -clock clk0 $non_clock_inputs
set_output_delay [expr $clk_period * $clk_io_pct] -clock clk0 [all_outputs]
File: ./config.mk
export PLATFORM = sky130hd
export DESIGN_NAME = mem_extender
export DESIGN_NICKNAME = mem_extender
export VERILOG_FILES = /design/flow/design.v
export SDC_FILE = /design/flow/constraint.sdc
export NUM_CORES = 4
export LEC_CHECK = 1
export CORE_AREA = 10 10 70 70
export DIE_AREA = 0 0 80 80
File: ./design.v
module mem_extender(
    input [31:0] in,
    input [2:0] ext_sel,
    output [31:0] out
);
    assign out = ext_sel == 3'b000 ? {{24{in[7]}}, in[7:0]} :         
                 ext_sel == 3'b001 ? {{16{in[15]}}, in[15:0]} :   
                 ext_sel == 3'b010 ? in :   
                 ext_sel == 3'b100 ? {24'b0, in[7:0]} :    
                 ext_sel == 3'b101 ? {16'b0, in[15:0]} :    
                 in;     
endmodule
==> notes.md <==
impl run done, here's what came out: status finished clean, yosys synthesis chip area approximately 360 µm², area leader, netlist o21ai_0, Power Dens Cells 145.9 nW/µm², fmax around 360 MHz, GPL Wtd Cong 0.7967, Area Overhead vs Synth 144.7%, Area leader share 32.99%, chip height 80 µm, drt via density 3.652, WHS 1.160 ns, worst-path fanout max 16, max-slew violation count 0, FF+latch area 0 µm², Worst setup SP type primary input, DR vias 566, Remaining DRCs 0, first-pass GRT wire length 2925 µm, Hold WC Path Type in -> out, crit path DAT ~2.2 ns, post-route ant nets 0, Power, Total about 0.00013 W, MaxCap Viol Count 0, vias in the first global route just under 600, Cells after Synth 67, Peak supply drop about 0.038 mV, initial antenna violation count 0, MI comb area around 250 µm², top cells, area o21ai_0 33%, nand2_1 25%, buf_4 19%, Worst EP required 2.32 ns, ys cells approximately 67, Pre-Place Util 10.66%, chip area between 6000 and 7000 µm², synth cell count leaders 24 x nand2_1, 24 x o21ai_0, 9 x buf_4, 3 x clkbuf_1, 2 x buf_6, final WL 1894 µm, Cell Rows 21, Hold Buf Count CTS 0, synth warn 0, # fillers 380, Pleak 0.3488 nW, Final Hold Fails 0, grt total ovfl 0, Buffers on Ports 53, drt wl/cell 12.22 µm, Final Util approximately a quarter, count of different cell masters after synthesis 10, DRT Pass-1 Iters 3, Crit. End Element output pin, Post-Syn Area per Cell 5.434 µm², post-synthesis cell area between 300 and 400 µm², worst relative slew slack between 80 and 90%, Core Region 3416 µm², chip width 80 µm, Log Warnings 32, largest net degree at the start of global routing 17, WS Path Type in -> out, detailed placer's ending HPWL 1576 µm, setup_tns 0 ns, Slew @ Worst Pin 0.2603 ns, final period utilization a little over nine tenths, Flop Count 0, Seq share, synth 0%, final antenna diode count 0, share of cells above drive strength 1 7.339%, Setup-failing EPs final 0, clock period minus worst slack 2.778 ns, IO Count 67, layout clock buffer count 0, DR iter-0 viols 9, All-Layer GR Usage about 5.5%, RSZ-0062 raised after global routing no
-- cells by family after synthesis --
logic type,synth area share [%]
compound gates,32.99
buf+inv,30.58
mux,6.185
simple gates,30.24
-- layout make-up --
cell class | instances | share of cell area (%)
Tap cell | 46 | 6.461
Timing Repair Buffer | 58 | 65.17
Multi-Input combinational cell | 51 | 28.37
-- where the power goes --
group          total (W)  internal (W)  switching [W]
Sequential             0             0              0
Clock                  0             0              0
Combinational   0.000130     0.0000942      0.0000357
-- cells in the final DEF, fill, tap and decap left out --
cell type / instances
clkdlybuf4s50_1: 53
o21ai_0: 24
nand2_1: 24
buf_4: 4
or4b_4: 1
or2_2: 1
mux2i_4: 1
buf_12: 1
-- path summary, 6_finish.rpt --
path / cells past startpoint / slack, ns / endpoint / startpoint
hold / removal: 0 / 1.16 / out[3] / in[3]
setup / recovery: 4 / 0.12 / out[30] / ext_sel[1]
-- through the flow --
step	cell area, µm²	setup WS [ns]	instances
finish	890.9	0.1219	155
global route	890.9	0.01141	155
CTS	870.8	0.06354	154
detailed placement	870.8	0.06597	154
global placement	870.8	0.07448	154
floorplan	364.1	0.9518	67
-- repair_timing --
item / in CTS / in global routing
buffers inserted: 0 / 1
gates resized: 0 / 1
endpoints found under the setup margin: 0 / 12
-- critical path, cell delays in order --
cell             delay [ns]
clkdlybuf4s50_1        0.47
or2_2                  0.43
o21ai_0                0.21
clkdlybuf4s50_1        0.50
-- per-layer routing --
layer	part of all wire [%]	track usage [%]
met5	0	0
met4	0	0.1761
met3	17	2.614
met2	38	8.026
met1	45	7.388
Power is estimated from default activity; no workload was simulated.
