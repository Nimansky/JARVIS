[flow/design.v]
module imm_extender(
    input [31:0] in,
    input [2:0] imm_sel,
    output [31:0] out
);
    assign out = imm_sel == 3'b000 ? {{20{in[31]}}, in[31:20]} :         
                 imm_sel == 3'b001 ? {in[31:12], 12'b0} :   
                 imm_sel == 3'b010 ? {{12{in[31]}}, in[19:12], in[20], in[30:21], 1'b0} :   
                 imm_sel == 3'b011 ? {{20{in[31]}}, in[7], in[30:25], in[11:8], 1'b0} :   
                 imm_sel == 3'b100 ? {{21{in[31]}}, in[30:25], in[11:8], in[7]} :    
                 32'b0;
endmodule
[flow/constraint.sdc]
current_design imm_extender

set clk_period 3.8
set clk_io_pct 0.2

create_clock -name clk0 -period $clk_period

set non_clock_inputs [all_inputs -no_clocks]
set_input_delay [expr $clk_period * $clk_io_pct] -clock clk0 $non_clock_inputs
set_output_delay [expr $clk_period * $clk_io_pct] -clock clk0 [all_outputs]
[flow/config.mk]
export PLATFORM = sky130hd
export DESIGN_NAME = imm_extender
export DESIGN_NICKNAME = imm_extender
export VERILOG_FILES = /design/flow/design.v
export SDC_FILE = /design/flow/constraint.sdc
export NUM_CORES = 4
export LEC_CHECK = 1
export CORE_AREA = 10 10 70 70
export DIE_AREA = 0 0 80 80
[flow/run.sh]
#!/bin/bash
# OpenROAD 26Q1-2900-gdf79404cd8, Yosys 0.63+post, stock flow scripts
make -C /OpenROAD-flow-scripts/flow DESIGN_CONFIG=/design/flow/config.mk WORK_HOME=/design/flow/orfs finish
==> results.cfg <==
; generated from flow reports
[detailed_routing]
post_drt_wl_per_cell_um = 15.0
drc = 0
ant_nets = 0
drt_first_pass_iters = 4
antenna_cells = 0
vias = 894
drt-total-wl_um = 2770
drt_iter0_markers = 46
viasPerCell = 4.83

[sta]
rsz0062_at_grt = no
finalClockPeriodUsage_pct = 87.0
fin_ws_ps = 492
fin_crit_ps = 3310
finalSetupViolCount = 0
clock.fmax_mhz = 302
tns_ps = 0
slew_headroom_pct = 73.9
worst_pin_slew_ps = 391
hold_viol = 0
slew_violations = 0

[setup_path]
crit_chain = clkdlybuf4s50_1, or3b_4, o221ai_1, clkdlybuf4s50_1
critical-path-top-delay-family = buffers and inverters
slowest_stage = or3b_4
worst-path-stages = 4
crit_fanout = 20
endpoint_kind = output pin
required_ps = 3040
worst-path-buf-inv = 2
startpoint_type = input pin
crit_top_cell = clkdlybuf4s50_1
slowest_delay_ps = 600
arrival_ps = 2550
critPathKind = input pin to output pin

[run_status]
status = completed

[floorplan]
die_h_um = 80
rows = 21
die_w_um = 80
die-area_um2 = 6400
fp-utilization_pct = 21.4
io-pin-count = 67
fp.coreArea_um2 = 3420

[pwr]
leakage_uw = 0.000520
power_per_cell_area_nw_per_um2 = 111
ir_drop_mv = 0.0404

[layout]
final_common_cell = clkdlybuf4s50_1
stdcell_count = 185
drive_gt1_share_pct = 15.8
nFillCells = 359
seqCellArea_um2 = 0
final_cell_mix = 60 x clkdlybuf4s50_1, 12 x nand3b_1, 11 x o211ai_2
area_growth_pct = 82.0
n_sequential_cell = 0
clock_buffers = 0

[synthesis]
ys_types = 23
syn_avg_cell_area_um2 = 8.38
yosys_cells = 87
yosys_area_um2 = 729
syn_inst = 87
yosysSeqAreaShare_pct = 0
synth.cell_area_um2 = 729
yosys_warnings = 0

[clocking]
postCtsResizedCells = 0
cts_setup_buffers = 0
cts_hold_buf = 0

[global_route]
grt_pass1_wl_um = 4310
grt_use_total_pct = 7.94
antenna_found_initial = 0
grt_pass1_vias = 828
grt_start_max_net_pins = 21
overflow = 0

[place]
hpwl_um = 2230
pre_cts_slack_ps = 474
port_buffers = 60
gp_congestion = 0.758
placed_cells = 185

[min_path]
holdCritPathClass = input pin to output pin
hold_depth = 3

[run]
warnings = 39
drv_cap = 0
-- logic make-up (layout without fill, tap and decap cells) --
logic type / count (synthesis) / after routing / synth area share (%)
buffers and inverters: 14 / 66 / 14.4
muxes: 11 / 11 / 15.6
and+or+nand+nor: 37 / 37 / 34.1
AOI/OAI and AO/OA: 25 / 25 / 35.8
-- worst paths after layout --
check        from  endpoint
max    imm_sel[1]   out[12]
min        in[29]    out[9]
-- per-stage QoR --
stage | util [%] | hold slack (ps) | cell area (um^2) | total power [uW]
after floorplan | - | 1590 | 729 | 59.7
after global placement | 38.9 | 2470 | 1330 | 150
after detailed placement | 38.9 | 2470 | 1330 | 150
after CTS | 38.9 | 2470 | 1330 | 151
after global routing | 38.9 | 2490 | 1330 | 163
final | 38.9 | 2460 | 1330 | 148
-- synth_stat cells, drive strengths merged --
cell type / instances / area, um^2
a221o: 4 / 40.0
and4b: 4 / 40.0
and2: 7 / 43.8
o221ai: 8 / 70.1
mux2i: 11 / 114
nor3: 1 / 5.00
nor2: 1 / 3.75
nand2: 8 / 30.0
nand3b: 12 / 90.1
buf: 12 / 96.3
nor3b: 1 / 12.5
o211ai: 11 / 138
o21ai: 2 / 13.8
or2: 1 / 6.26
clkbuf: 2 / 8.75
nand2b: 1 / 6.26
or3b: 1 / 11.3
-- where the power goes --
part / internal, uW / switching (uW) / total (uW)
sequential: 0 / 0 / 0
combinational: 99.0 / 48.8 / 148
clock: 0 / 0 / 0
-- cell type report --
type	count	area [um^2]	share of cell area (%)
Timing Repair Buffer	66	646	48.6
Multi-Input combinational cell	73	624	47.0
Tap cell	46	57.6	4.34
-- per-layer routing --
| layer | vias up | GRT usage (%) | share of wire [%] |
|---|---|---|---|
| met5 | - | 0 | 0 |
| met4 | 0 | 0 | 0 |
| met3 | 0 | 2.16 | 11 |
| met2 | 48 | 12.0 | 43 |
| met1 | 396 | 11.6 | 46 |
| li1 | 450 | - | - |
No activity file was given, so power comes from the tool's default toggle rates.
