==> design/flow/design.v <==
module mux(
    input wire [31:0] a,
    input wire [31:0] b,
    input wire sel,
    output wire [31:0] out
);
    assign out = sel ? b : a;
endmodule
==> design/flow/run.sh <==
#!/bin/bash
# OpenROAD 26Q1-2900-gdf79404cd8, Yosys 0.63+post, stock flow scripts
make -C /OpenROAD-flow-scripts/flow DESIGN_CONFIG=/design/flow/config.mk WORK_HOME=/design/flow/orfs finish
==> design/flow/config.mk <==
export PLATFORM = sky130hd
export DESIGN_NAME = mux
export DESIGN_NICKNAME = mux
export VERILOG_FILES = /design/flow/design.v
export SDC_FILE = /design/flow/constraint.sdc
export NUM_CORES = 4
export LEC_CHECK = 1
export CORE_AREA = 10 10 70 70
export DIE_AREA = 0 0 80 80
==> design/flow/constraint.sdc <==
current_design mux

set clk_period 1.0
set clk_io_pct 0.2

create_clock -name clk0 -period $clk_period

set non_clock_inputs [all_inputs -no_clocks]
set_input_delay [expr $clk_period * $clk_io_pct] -clock clk0 $non_clock_inputs
set_output_delay [expr $clk_period * $clk_io_pct] -clock clk0 [all_outputs]
==> run summary <==
impl run done, here's what came out: FP Util=0.159, WP depth=5, largest stage delay on the critical path=0.30 ns, CP Capture Type=output port, register share after synthesis=0, fraction of the mapped netlist area in simple logic gates=0, # IOs=between 90 and 100, crit path to=out[31], CP max stage cell=mux2_4, core area=3420 um^2, Reg area=0 um^2, vias in the first global route=slightly above 800, leakage dissipation=0.990 nW, Buf+Inv Stages, Crit Path=4, global-route wire length before repair=4.15 mm, and-or/or-and share of the synthesized area=0, HP Class=input pin to output port, Critical Path Start=sel, Worst Tran Pin Value=approximately 0.061 ns, CP required=0.80 ns, max capacitance violation total=0, yosys stat area=544 um^2, ANT nets after route=0, global route total overflow=0, fmax=between 800 and 900 MHz, placed insts=177, Top delay family on crit path=buffers and inverters, drt wl/cell=14.8 um, DRC violations left=0, row count=21, drt first pass iters=2, GPL Wtd Cong=roughly 0.76, vias per std cell=3.80, # Cells Yosys=36, Area Overhead vs Synth=212%, cell area after synthesis=544 um^2, Flops=0, Worst slew margin=0.959, Top non-seq family=multiplexers, Yosys warnings=0, clock buffers=0, share of cells above drive strength 1=0.562, die area=6400 um^2, GRT Total Usage=0.0787, RSZ-0062 raised after global routing=true, crit path launch type=input pin, Final setup viols=32, Finished Layout Cells=192, Final Max-Slew Violation Tally=0, DP HPWL=~2.4 mm, crit-path cells=buf_12, buf_12, buf_8, mux2_4, buf_6, XOR/XNOR Area Share=0, final hold violations=0, # diodes=0, fin crit share=1.18, most used cell, CP=buf_12, post-synthesis cell count=36, Die Y=around 80 um, Min-Delay Path Depth=3, die extent in x=80 um, failing checks=setup timing, port bufs=97, PwrDens=389 nW/um^2, via count=730, Adder Area Share=0, final setup margin=-0.175 ns, Post-Syn Area per Cell=15.1 um^2, Netlist cell types=4, CP Max Fanout=7, largest net degree at the start of global routing=8, Period minus WS final=1.18 ns, initial drt markers=4, tool warning count=34, Routed WL=2.85 mm, Setup CP Type=input pin to output port, Max IR drop VDD=0.000173 V, initial antenna violation count=0, crit path DAT=0.98 ns, status=complete, but fails checks, DP Worst Slack=-0.497 ns, Mux area share=0.869
## Yosys cell counts, drive strengths merged
cell type | n | area (um^2)
buf | 4 | 71.3
mux2 | 32 | 473
## power by group
part	internal (W)	switching, W	total (W)	leakage (nW)
Sequential	0	0	0	0
Combinational	0.000519	0.000141	0.000660	0.990
Clock	0	0	0	0
## stage by stage
step / total power, W / util / TNS (ns) / hold WS [ns] / instance area [um^2]
after CTS: 0.000644 / 0.470 / -5.20 / 0.800 / 1610
after detailed placement: 0.000655 / 0.450 / -15.27 / 1.33 / 1540
after floorplan: 0.000206 / - / 0 / 0.498 / 544
after global placement: 0.000654 / 0.450 / -15.25 / 1.33 / 1540
final: 0.000660 / 0.497 / -5.03 / 0.694 / 1700
after global routing: 0.000706 / 0.497 / -5.62 / 0.714 / 1700
## logic make-up after synthesis
kind of cell / Yosys count
buffers and inverters: 4
muxes: 32
## final cells by class
cell class,instances,area [um^2]
Tap cell,46,57.6
Multi-Input combinational cell,32,480
Timing Repair Buffer,114,1160
Fill cell,327,1720
## worst min-delay path by stage
| stage | from | endpoint | slack [ns] |
|---|---|---|---|
| CTS | a[30] | out[30] | 0.80 |
| global route | a[27] | out[27] | 0.71 |
| finish | a[24] | out[24] | 0.69 |
## layout by cell type (no fill, tap or decap), drive strengths merged
| master | n |
|---|---|
| dlygate4sd2 | 40 |
| clkdlybuf4s50 | 10 |
| dlymetal6s2s | 14 |
| mux2 | 32 |
| buf | 50 |
## layer usage
| metal | global-route usage | up-vias | share of wire |
|---|---|---|---|
| li1 | - | 362 | - |
| met1 | 0.0897 | 317 | 0.40 |
| met2 | 0.143 | 51 | 0.49 |
| met3 | 0.0307 | 0 | 0.11 |
| met4 | 0 | 0 | 0 |
| met5 | 0 | - | 0 |
## timing repair
item                                    CTS  global route
endpoints found under the setup margin   32            32
setup buffers                            14             0
gates resized                           170            23
gates cloned                              1             0
pin swaps                                 0             0
hold buffers                              0             0
Power figures rest on the tool's default switching activity, not on a simulated workload.
